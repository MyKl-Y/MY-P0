[/design/flow/config.mk]
export PLATFORM = sky130hd
export DESIGN_NAME = register_file
export DESIGN_NICKNAME = register_file
export VERILOG_FILES = /design/flow/design.v
export SDC_FILE = /design/flow/constraint.sdc
export NUM_CORES = 4
export LEC_CHECK = 1
export CORE_UTILIZATION = 40
[/design/flow/constraint.sdc]
current_design register_file

set clk_period 15.7
set clk_io_pct 0.2

create_clock -name clk0 -period $clk_period [get_ports {clk}]

set non_clock_inputs [all_inputs -no_clocks]
set_input_delay [expr $clk_period * $clk_io_pct] -clock clk0 $non_clock_inputs
set_output_delay [expr $clk_period * $clk_io_pct] -clock clk0 [all_outputs]
[/design/flow/design.v]
module micro_control_unit
	(
		input   clk, rst, OnInt,
		input   [1:0] CmpOut,
		input   [3:0] Rx, Ry, Rz, Opcode,
		output wire  DrREG, DrMEM, DrALU, DrPC, DrOFF, LdPC, LdIR, LdMAR, LdA, LdB, LdCmp, WrREG, 
				WrMEM, OPTest, ChkCmp, LdEnInt, IntAck, DrData, LdDAR,
		output wire [1:0] RegSel,
		output wire [2:0] ALUFunc,
		output wire [3:0] RegNo
	);
	reg [5:0] State;
	reg [5:0] SEQ_ROM [0: 2**4 - 1];
	reg [5:0] CC_ROM [0: 2**2 - 1];
	reg [5:0] INT_ROM [0: 2**1 - 1];
	reg [29:0] Main_ROM [0: 2**6 - 1];
	wire [5:0] NextState;
	initial begin
		State = 6'b000000;
		$readmemb("microcode/main_rom.txt", Main_ROM);
		$readmemb("microcode/cc_rom.txt", CC_ROM);
		$readmemb("microcode/sequencer_rom.txt", SEQ_ROM);
		$readmemb("microcode/interrupt_rom.txt", INT_ROM);
	end
	always @(posedge clk)
		begin
			State <= NextState;
		end
		assign NextState =	{ChkCmp, OPTest} == 2'b00	?	Main_ROM[State][5:0] :
							{ChkCmp, OPTest} == 2'b01	?	SEQ_ROM[Opcode][5:0] :
							{ChkCmp, OPTest} == 2'b10	?	CC_ROM[CmpOut][5:0] :
							{ChkCmp, OPTest} == 2'b11	?	INT_ROM[OnInt][5:0] :
							6'bZZZZZZ;
			assign DrREG = Main_ROM[State][6];
			assign DrMEM = Main_ROM[State][7];
			assign DrALU = Main_ROM[State][8];
			assign DrPC = Main_ROM[State][9];
			assign DrOFF = Main_ROM[State][10];
			assign LdPC = Main_ROM[State][11];
			assign LdIR = Main_ROM[State][12];
			assign LdMAR = Main_ROM[State][13];
			assign LdA = Main_ROM[State][14];
			assign LdB = Main_ROM[State][15];
			assign LdCmp = Main_ROM[State][16];
			assign WrREG = Main_ROM[State][17];
			assign WrMEM = Main_ROM[State][18];
			assign RegSel = Main_ROM[State][20:19];
			assign ALUFunc = Main_ROM[State][23:21];
			assign OPTest = Main_ROM[State][24];
			assign ChkCmp = Main_ROM[State][25];
			assign LdEnInt = Main_ROM[State][26];
			assign IntAck = Main_ROM[State][27];
			assign DrData = Main_ROM[State][28];
			assign LdDAR = Main_ROM[State][29];
			assign RegNo =	RegSel == 2'b00 ? Rx :
						RegSel == 2'b01 ? Ry :
						RegSel == 2'b10 ? Rz :
						RegSel == 2'b11 ? 4'b1100 :
						4'bZZZZ;
endmodule
module alu (input [31:0] A, B, input [2:0] func, output wire [31:0] out);
	assign out = func == 3'b000 ? A + B :
				func == 3'b001 ? A - B :
				func == 3'b010 ? ~(A & B) :
				func == 3'b011 ? A + 1 :
				func == 3'b100 ? A :
				func == 3'b101 ? B :
				32'hZZZZ_ZZZZ;
endmodule
module memory_unit (input [15:0] MAR, input clk, input [31:0] Din, input WrMem, output wire [31:0] Dout);
	reg [31:0] memory [0: 2**16 - 1];
	always @(posedge clk)
		begin
			if (WrMem) memory[MAR] <= Din;
		end
	assign Dout = memory[MAR];
endmodule
module register_file
	(
		input clk,
		input rst,
		input WrReg,
		input [3:0] RegSel,
		input [31:0] Din,
		output wire [31:0] Dout
	);
	reg [31:0] Registers [0: 15];
	initial begin
		Registers[0] <= 32'h00000000;
		Registers[1] <= 32'h00000000;
		Registers[2] <= 32'h00000000;
		Registers[3] <= 32'h00000000;
		Registers[4] <= 32'h00000000;
		Registers[5] <= 32'h00000000;
		Registers[6] <= 32'h00000000;
		Registers[7] <= 32'h00000000;
		Registers[8] <= 32'h00000000;
		Registers[9] <= 32'h00000000;
		Registers[10] <= 32'h00000000;
		Registers[11] <= 32'h00000000;
		Registers[12] <= 32'h00000000;
		Registers[13] <= 32'h00000000;
		Registers[14] <= 32'h00000000;
		Registers[15] <= 32'h00000000;
	end
	assign Dout = Registers[RegSel];
	integer i;
	always @(posedge clk) begin
			if (rst)  
				for (i = 0; i < 16; i = i + 1) begin
					Registers[i] <= 32'h00000000;
				end
			else begin
				if (WrReg) Registers[RegSel] <= Din;
			end
		end
endmodule
module timer_device
	(
		input clk, rst, inta_in,
		output timer_int, inta_out,
		output [31:0] data
	);
	reg [31:0] reg1;
	reg reg2, int_reg;
	wire reset, empty;
	assign timer_int = int_reg ? 1 : 1'bZ;
	assign inta_out = ~reset & inta_in & ~reg2;
	assign data = reg2 ? 32'b0 : 32'bZ;
	assign empty = reg1 < 32'h7d0;
	assign reset = ~empty & inta_in;
	always @(posedge clk or posedge rst) begin
		if (rst) begin 
			int_reg = 1'b0;
			reg1 = 32'b0;
			reg2 = 1'b0;
		end else begin
			int_reg = ~(empty | inta_in);
			case ({reset, empty})
				2'b00: reg1 = reg1;
				2'b01: reg1 = reg1 + 1;
				default: reg1 = 32'b0;
			endcase
			reg2 = reset;
		end
	end
endmodule
module distance_tracker_device
	(
		input clk, rst, inta_in,
		input [31:0] addr,
		output tracker_int, inta_out,
		output [31:0] data
	);
	reg [31:0] reg1;
	reg reg2, int_reg;
	reg [3:0] reg3;
	reg [31:0] key_buffer_rom [0: 2**4 - 1];
	wire reset, empty, dout;
	assign tracker_int = int_reg ? 1 : 1'bZ;
	assign inta_out = ~reset & inta_in & ~reg2;
	assign dout = reg2;
	assign empty = reg1 < 32'h5d0;
	assign reset = ~empty & inta_in;
	assign data = ~dout & addr == 32'b1 ? key_buffer_rom[reg3-1] : dout ? 32'b1 : 32'bZ;
	initial begin
		$readmemb("microcode/key_buffer_rom.txt", key_buffer_rom);
	end
	always @(posedge clk or posedge rst) begin
		if (rst) begin 
			int_reg = 1'b0;
			reg1 = 32'b0;
			reg2 = 1'b0;
			reg3 = 4'b0;
		end else begin
			int_reg = ~(empty | inta_in);
			case ({reset, empty})
				2'b00: reg1 = reg1;
				2'b01: reg1 = reg1 + 1;
				default: reg1 = 32'b0;
			endcase
			reg2 = reset;
			reg3 = reset ? reg3 + 1 : reg3;
		end
	end
endmodule
module Processor (input clk, rst );
	reg [31:0] PC, IR, MAR, A, B, DAR;
	reg [1:0] Cmp;
	reg IE;
	wire	DrREG, DrMEM, DrALU, DrPC, DrOFF, LdPC, LdIR, LdMAR, LdA, LdB, LdCmp, WrREG, 
			WrMEM, OPTest, ChkCmp, LdEnInt, IntAck, DrData, LdDAR, OnInt;
	wire [1:0] RegSel;
	wire [2:0] ALUFunc;
	wire [3:0] RegNo;
	wire [5:0] Opcode;
	wire [3:0] IR_to_Rx, IR_to_Ry, IR_to_Rz;
	wire [19:0] IR_to_OFF;
	assign Opcode = IR[31:28];
	assign IR_to_Rx = IR[27:24];
	assign IR_to_Ry = IR[23:20];
	assign IR_to_Rz = IR_to_OFF[3:0];
	assign IR_to_OFF = IR[19:0];
	wire [31:0] device_data;
	wire inta_from_timer, timer_int, inta_from_distance_tracker, distance_tracker_int;
	timer_device timer_device1(
		.clk(clk),
		.rst(rst),
		.inta_in(IntAck),
		.timer_int(timer_int),
		.inta_out(inta_from_timer),
		.data(device_data)
	);
	distance_tracker_device distance_tracker_device(
		.clk(clk),
		.rst(rst),
		.inta_in(IntAck),
		.addr(DAR),
		.tracker_int(distance_tracker_int),
		.inta_out(inta_from_distance_tracker),
		.data(device_data)
	);
	micro_controller micro_controller1(
		.clk(clk),
		.rst(rst),
		.OnInt(OnInt),  
		.CmpOut(Cmp),
		.Rx(IR_to_Rx),
		.Ry(IR_to_Ry),
		.Rz(IR_to_Rz),
		.Opcode(Opcode),
		.DrREG(DrREG),
		.DrMEM(DrMEM),
		.DrALU(DrALU),
		.DrPC(DrPC),
		.DrOFF(DrOFF),
		.LdPC(LdPC),
		.LdIR(LdIR),
		.LdMAR(LdMAR),
		.LdA(LdA),
		.LdB(LdB),
		.LdCmp(LdCmp),
		.WrREG(WrREG),
		.WrMEM(WrMEM),
		.OPTest(OPTest),
		.ChkCmp(ChkCmp),
		.LdEnInt(LdEnInt),
		.IntAck(IntAck),
		.DrData(DrData),
		.LdDAR(LdDAR),
		.RegSel(RegSel),
		.ALUFunc(ALUFunc),
		.RegNo(RegNo)
	);
	wire [31:0] FromREG;
	regfile regfile1(
		.clk(clk),
		.rst(rst),
		.WrReg(WrREG),
		.RegSel(RegNo),
		.Din(Bus),
		.Dout(FromREG)
	);
	wire [31:0] FromMEM;
	ram ram1(
		.MAR(MAR[15:0]),
		.clk(clk),
		.Din(Bus),
		.WrMem(WrMEM),
		.Dout(FromMEM)
	);
	wire [31:0] FromALU;
	wire [31:0] FromA , FromB;
	assign FromA = A;
	assign FromB = B;
	alu alu1(
		.A(FromA),
		.B(FromB),
		.func(ALUFunc),
		.out(FromALU)
	);
	initial begin
		PC = 32'h00000000;
		IR = 32'h00000000;
		MAR = 32'h00000000;
		A = 32'h00000000;
		B = 32'h00000000;
		Cmp = 2'h0;
		DAR = 32'h00000000;
		IE = 1'h0;
	end
	wire [31:0] Bus;
	always @(posedge clk or posedge rst) begin
		if (rst) begin
			PC <= 'b0;
			IR <= 'b0;
			MAR <= 'b0;
			A <= 'b0;
			B <= 'b0;
			Cmp <= 'b0;
			DAR <= 'b0;
			IE <= 'b0;
		end else begin
		if (LdPC)  PC <= Bus;
		if (LdIR)  IR <= Bus;
		if (LdMAR) MAR <= Bus;
		if (LdA)   A <= Bus;
		if (LdB)   B <= Bus;
		if (LdCmp) begin 
				case (Opcode[1:0]) 
					2'b00: Cmp <= Bus > 'h0 ? {Opcode[1:1], 1'b1} : {Opcode[1:1], 1'b0};
					2'b01: Cmp <= Bus == 'h0 ? {Opcode[1:1], 1'b1} : {Opcode[1:1], 1'b0};
					2'b10: Cmp <= Bus == 'h0 ? {Opcode[1:1], 1'b1} : {Opcode[1:1], 1'b0};
					2'b11: Cmp <= Bus == 'h0 ? {Opcode[1:1], 1'b1} : {Opcode[1:1], 1'b0};
				endcase
			end
		if (LdDAR) DAR <= Bus;
		if (LdEnInt) IE <= IntAck ? 0 : ~(IR_to_Ry[0]);
		end
		end
		assign OnInt = IE & (( timer_int ? 1 : distance_tracker_int ? 1 : 1'bZ ) | 0);
		wire [31:0] extended_IR;
		assign extended_IR = { {12{IR_to_OFF[19]}}, IR_to_OFF };
		assign Bus = 	DrREG ? 	FromREG : 32'hZZZZ_ZZZZ;
		assign Bus = 	DrMEM ? 	FromMEM : 32'hZZZZ_ZZZZ;
		assign Bus = 	DrALU ? 	FromALU : 32'hZZZZ_ZZZZ;
		assign Bus = 	DrPC	?	('d8 > PC ? PC + 'd8 : PC) : 32'hZZZZ_ZZZZ;
		assign Bus = 	DrOFF	?	extended_IR : 32'hZZZZ_ZZZZ;
		assign Bus = 	DrData ? IE : 32'hZZZZ_ZZZZ;
endmodule
[/design/flow/main_rom.txt]
000011000000000110001000000001
000000000000000001000010000010
000001011000000000100100000000
000000000010000100000001000100
000000000100001000000001000101
000000000000100000000100000000
000000000010000100000001000111
000000000100001000000001001000
000000010000100000000100000000
000000000010000100000001001010
000000000000001000010000000101
000000000010000100000001001100
000000000000001000010000001101
000000000000000010000100001110
000000000000100000000010000000
000000000000000100010000010000
000000000010001000000001010001
000000000000000010000100010010
000000000001000000000001000000
000000000010100000001000010100
000000000000000000100001000000
000000000000000000000000010101
000000000000000100000001010111
000000000010001000000001011000
000000001000010000000100011001
000010000000000000000000000000
000000000000000100001000011011
000000000000001000010000011100
000000000000000000100100000000
000000100000010000000001011111
000000100010010000000001011111
000010000000000000000000000000
000000000010000100000001100010
000000000100000100000001100010
000000100000100000000100000000
000000000000000100001000100100
000000000000001000010000100101
000000000000100000000100000000
000000000000000100000001100111
000000000010001000000001101000
000000100010100000000100101001
000000101000100000000100000000
001100000110100000001000101011
010000000000000010000000101100
000000000000000000100010000000
000000000000000000000000000000
000000000000000000000000000000
000100000000000000000000000000
000000000110000000100001110001
000100000000000000000000000000
100000000000000000010000110011
010000000000100000000000110100
100000000010000000000001000000
000000000000000000000000000000
000000000000000000000000000000
000000000000000000000000000000
000000000000000000000000000000
000000000000000000000000000000
000000000000000000000000000000
000000000000000000000000000000
000000000000000000000000000000
000000000000000000000000000000
000000000000000000000000000000
000000000000000000000000000000
[/design/flow/cc_rom.txt]
000000
011010
100000
100001
[/design/flow/sequencer_rom.txt]
000011
000110
001001
001011
001111
010110
010011
010101
010110
100011
011101
011110
100110
101111
110010
110000
[/design/flow/interrupt_rom.txt]
000001
101010
[/design/flow/key_buffer_rom.txt]
00000000100111001110000100010111
00000000100000101011100100111111
00000000111111111001111111001110
00000000011100111011110100101011
00000000001101110111101101100101
00000000010110001011100001101110
00000000000000001101000100010100
00000000101110110101001001011011
00000000110010011110011110111001
00000000111001001110110100011100
00000000111000111110101110100111
00000000000001001100001011000110
00000000100100111111101010100100
00000000110100010100110111010110
00000000101011100110110100111000
00000000011010000100011101101100
[/design/flow/run.sh]
#!/bin/bash
# OpenROAD 26Q1-2900-gdf79404cd8, Yosys 0.63+post, stock flow scripts
make -C /OpenROAD-flow-scripts/flow DESIGN_CONFIG=/design/flow/config.mk WORK_HOME=/design/flow/orfs finish
==> impl_table.tex <==
% Implementation results table
\begin{tabular}{lr}
\hline
Metric & Value \\
\hline
\multicolumn{2}{l}{\textbf{Routing}} \\
Routed len/inst & 26.4 µm \\
Total number of vias & 12000 \\
Router iterations before antenna repair & 4 \\
Number of antenna cells inserted & 0 \\
Antenna violation net count after detailed routing & 0 \\
Remaining routing DRC violations & 0 \\
Initial detailed-routing violation count & 605 \\
Detailed Route WL & 59300 µm \\
Post-DR vias/cell & 5.32 \\
\multicolumn{2}{l}{\textbf{CTS}} \\
CTS-repair resized insts & 0 \\
Maximum clock path buffer count & 3 \\
Root Driver & sky130\_fd\_sc\_hd\_\_clkbuf\_16 \\
Number of H-tree branching levels & 2 \\
Number of buffers added by the clock tree synthesis step & 55 \\
Post-CTS setup buffer count & 0 \\
Clock transition at path regs & 0.06 ns \\
TritonCTS Sinks & 512 \\
Count of hold-fix buffers inserted at cts & 0 \\
CTS tree & done \\
\multicolumn{2}{l}{\textbf{STA}} \\
Final critical-path required period & 9.52 ns \\
RSZ-0062 raised after global routing & false \\
Maximum achievable frequency & 105 MHz \\
Worst hold-check slack & 3.53 ns \\
Total Negative Setup Slacks & 0 ns \\
Rel. slew slack & 47.9\% \\
Number of endpoints failing setup at the final stage & 0 \\
Final slew viol count & 0 \\
Hold violation total from the final report & 0 \\
Tcrit/Tclk final & 60.6\% \\
Worst-margin pin slew & 0.782 ns \\
\multicolumn{2}{l}{\textbf{Synth}} \\
Chip area from the yosys synthesis statistics & 22900 µm² \\
Dominant cell by count in the synthesized netlist & sky130\_fd\_sc\_hd\_\_and2\_1 \\
Fraction of the yosys area taken by sequential cells & 67.1\% \\
Synth cell types & 19 \\
Post-synth tally of flip-flops with integrated enable & 512 \\
Netlist Area Pre-Place & 22900 µm² \\
Top area cell types & sky130\_fd\_sc\_hd\_\_edfxtp\_1 (67\%), sky130\_fd\_sc\_hd\_\_and2\_1 (14\%), sky130\_fd\_sc\_hd\_\_mux4\_2 (13\%) \\
Yosys cell count & 1418 \\
Cell taking the most area after synthesis & sky130\_fd\_sc\_hd\_\_edfxtp\_1 \\
Synthesized area divided by synthesized cell count & 16.2 µm² \\
Gate Count Post-Synth & 1418 \\
Warning count from the yosys run & 15 \\
Synth Flop Type & sky130\_fd\_sc\_hd\_\_edfxtp\_1 \\
Commonest cells in the netlist & sky130\_fd\_sc\_hd\_\_and2\_1 (513), sky130\_fd\_sc\_hd\_\_edfxtp\_1 (512), sky130\_fd\_sc\_hd\_\_mux4\_2 (128) \\
Dominant cell area share & 67.1\% \\
Share of synthesized registers carrying an async set or reset & 0\% \\
Synth flops & 512 \\
\multicolumn{2}{l}{\textbf{Placed design}} \\
HPWL reported at the end of detailed placement & 30200 µm \\
Cell count after placement & 2158 \\
Count of port buffers added during placement & 70 \\
Placer Congestion & 0.804 \\
\multicolumn{2}{l}{\textbf{Die}} \\
Height of the die & 241 µm \\
Number of I/O pins & 71 \\
Total die area & 58200 µm² \\
Core Area & 56500 µm² \\
Die width & 241 µm \\
Site Rows & 87 \\
Pre-Place Util & 40.5\% \\
\multicolumn{2}{l}{\textbf{Power and ir drop}} \\
Cell area power density & 116 nW/µm² \\
Switching Share & 21.8\% \\
Leak & 0.00889 µW \\
Logic gate share of total power & 7.7\% \\
Share of total power in sequential cells & 53.2\% \\
Cell-internal power & 2350 µW \\
VDD IR-drop max & 0.0000910 V \\
Net Switching & 655 µW \\
Clock share of power & 39.1\% \\
Total power after layout & 3010 µW \\
\multicolumn{2}{l}{\textbf{Global route}} \\
Global-route total usage across every layer & 23.1\% \\
Total congestion overflow & 0 \\
Vias in the first global route & 13100 \\
Initial antenna violation count & 3 \\
Global-route wire length before repair & 86800 µm \\
Largest net degree at the start of global routing & 61 \\
\multicolumn{2}{l}{\textbf{Min path}} \\
HP Class & primary input to register \\
Min-Delay Path Depth & 2 \\
Origin of the worst min-delay path & Din[13] \\
End of the worst hold path & Registers[0][13]\$\_SDFFCE\_PN0P\_ \\
\multicolumn{2}{l}{\textbf{Layout}} \\
Share of cells above drive strength 1 & 18.3\% \\
Largest registers & Registers: 512 flops \\
Max FFs per register & 512 \\
Register bank with the most flops & Registers \\
Signed area change from the synthesized netlist to the final layout & 13.7\% \\
Number of standard cells in the layout, taps in and fillers out & 2252 \\
\multicolumn{2}{l}{\textbf{Critical path}} \\
Delay-heaviest family, CP & buffers and inverters \\
Crit Path Max Fanout & 53 \\
Most common cell on crit path & sky130\_fd\_sc\_hd\_\_buf\_4 \\
Worst endpoint data arrival time & 6.38 ns \\
Crit-path cells & buf\_8 > buf\_4 > buf\_4 > mux4\_2 > a22oi\_1 > nand2\_1 > clkdlybuf4s50\_1 \\
Crit-path max cell delay & 0.68 ns \\
Startpoint type of the worst setup path & primary input \\
Req. time, crit path & 12.56 ns \\
Slowest-stage cell, CP & sky130\_fd\_sc\_hd\_\_buf\_4 \\
Sum of buffers and inverters on the critical path & 4 \\
Crit path depth & 7 \\
Category of the critical setup timing path & primary input to output port \\
Kind of capture point of the worst setup path & output port \\
\multicolumn{2}{l}{\textbf{Outcome}} \\
Result of the run & finished clean \\
\multicolumn{2}{l}{\textbf{Run}} \\
Count of max-cap constraint violations & 0 \\
OpenROAD warning count & 25 \\
\hline
\end{tabular}
-- power groups by stage --
| stage | logic, µW | registers, µW | clock network (µW) |
|---|---|---|---|
| finish | 232 | 1600 | 1180 |
| global route | 251 | 1610 | 1250 |
| CTS | 236 | 1600 | 1200 |
-- layer usage --
layer / global-route usage, % / vias up / part of all wire (%)
met1: 29.0 / 5773 / 34
met2: 34.4 / 802 / 48
met5: 1.26 / - / 0.13
met3: 16.7 / 63 / 16
li1: - / 5326 / -
met4: 3.09 / 6 / 1.5
-- per-stage QoR --
step / cell area, µm² / setup WS [ns] / util, %
after global placement: 24400 / 6.08 / 43.2
after CTS: 26000 / 6.05 / 46.1
after detailed placement: 24400 / 6.06 / 43.2
after floorplan: 22900 / 8.23 / -
final: 26000 / 6.18 / 46.1
after global routing: 26000 / 5.85 / 46.1
-- cell type report --
class,count,area (µm²)
clock buffer,68,1470
sequential,512,15400
tap,756,946
timing repair buffer,111,1010
fill,4684,30500
clock inverter,26,136
multi-input combinational,779,7090
-- placed cells by master, fill, tap and decap left out, types with 2 or more instances in the layout --
| cell | synthesis | layout |
|---|---|---|
| sky130_fd_sc_hd__clkbuf_16 | 0 | 57 |
| sky130_fd_sc_hd__buf_4 | 2 | 41 |
| sky130_fd_sc_hd__nand2b_1 | 2 | 2 |
| sky130_fd_sc_hd__nor2_4 | 0 | 13 |
| sky130_fd_sc_hd__or2_2 | 16 | 16 |
| sky130_fd_sc_hd__nand4bb_1 | 2 | 2 |
| sky130_fd_sc_hd__and2_1 | 513 | 512 |
| sky130_fd_sc_hd__clkbuf_1 | 89 | 11 |
| sky130_fd_sc_hd__mux4_2 | 128 | 128 |
| sky130_fd_sc_hd__clkinv_1 | 0 | 17 |
| sky130_fd_sc_hd__edfxtp_1 | 512 | 512 |
| sky130_fd_sc_hd__nor2b_4 | 0 | 2 |
| sky130_fd_sc_hd__nor3_4 | 1 | 4 |
| sky130_fd_sc_hd__clkdlybuf4s50_1 | 0 | 68 |
| sky130_fd_sc_hd__clkinv_2 | 0 | 7 |
| sky130_fd_sc_hd__nand2_1 | 33 | 33 |
| sky130_fd_sc_hd__a22oi_1 | 64 | 64 |
-- cells by family (layout without fill, tap and decap cells) --
family	Yosys count	count (layout)	share of synthesized area [%]
multiplexers	128	128	12.6
AND-OR/OR-AND	64	64	2.10
AND/OR/NAND/NOR	587	587	15.7
flip-flops	512	512	67.1
buffers and inverters	127	205	2.45
-- how the worst max path moves through the flow --
stage             start  endpoint  slack [ns]
CTS           RegSel[0]  Dout[12]        6.05
global route  RegSel[0]   Dout[5]        5.85
finish        RegSel[0]  Dout[12]        6.18
Power figures rest on the tool's default switching activity, not on a simulated workload.
